### flow/config.mk
export PLATFORM = sky130hd
export DESIGN_NAME = password_w
export DESIGN_NICKNAME = password_w
export VERILOG_FILES = /design/flow/design.v
export SDC_FILE = /design/flow/constraint.sdc
export NUM_CORES = 4
export LEC_CHECK = 1
export CORE_UTILIZATION = 40
### flow/constraint.sdc
current_design password_w

set clk_period 4.1
set clk_io_pct 0.2

create_clock -name clk0 -period $clk_period [get_ports {CLOCK_50}]

set non_clock_inputs [all_inputs -no_clocks]
set_input_delay [expr $clk_period * $clk_io_pct] -clock clk0 $non_clock_inputs
set_output_delay [expr $clk_period * $clk_io_pct] -clock clk0 [all_outputs]
### flow/design.v
module BCD_module(
    input [3:0] BCD_in,
    output reg [6:0] BCD_out
);
always @(*)
    begin
        case(BCD_in)  
            0: BCD_out = 7'b1000_000;  
            1: BCD_out = 7'b1111_001;
            2: BCD_out = 7'b0100_100; 
            3: BCD_out = 7'b0110_000; 
            4: BCD_out = 7'b0011_001;
            5: BCD_out = 7'b0010_010;
            6: BCD_out = 7'b0000_010;
            7: BCD_out = 7'b1111_000;
            8: BCD_out = 7'b0000_000;
            9: BCD_out = 7'b0011_000;
            default: BCD_out = 7'b1111_111;
        endcase
    end
endmodule
module clk_divider #(
	parameter DESIRED_FREQ = 1,
	parameter CLK_FREQ = 50_000_000  
) (
    input CLK, RST,
    output reg clk_div
);
reg [31:0] count;
parameter max_count = CLK_FREQ / (2 * DESIRED_FREQ);
always @(posedge CLK or posedge RST)
    begin
        if (RST)
            count <= 0;
        else if (count >= max_count-1)
            count <= 0;
        else
            count <= count + 1;
    end
always @(posedge CLK or posedge RST)
    begin
        if (RST)
            clk_div <= 0;
        else if (count >= max_count-1)
            clk_div <= ~clk_div;
        else
            clk_div <= clk_div;
    end
endmodule
module password #(parameter [15:0] password = 16'h1234, DESIRED_FREQ = 1, CLK_FREQ = 50_000_000)(
	input CLK, RST, check,
	input [3:0] num,
	output reg [6:0] digit1, digit2, digit3, digit4,
	output reg [9:0] LED
);
wire clk_div;
clk_divider #(
	.DESIRED_FREQ(DESIRED_FREQ),
	.CLK_FREQ(CLK_FREQ)
) CLK_DIV(
	.CLK(CLK),
	.RST(RST),
	.clk_div(clk_div)
);
parameter S0 = 0, S1 = 1, S2 = 2, S3 = 3, S4 = 4, S5 = 5;
reg [2:0] state, next;
always @(posedge clk_div or posedge RST)
begin
	if(RST)
		state <= S0;
	else if(check)
		state <= next;
	else
		state <= state;
end
always @(*)
begin
	case(state)
		S0:  
			if(num == password[3:0])
				next = S1;
			else
				next = S5;  
		S1:  
			if(num == password[7:4])
				next = S2;
			else
				next = S5;
		S2:  
			if(num == password[11:8])
				next = S3;
			else
				next = S5;
		S3:  
			if(num == password[15:12])
				next = S4;
			else
				next = S5; 
		S4:  
			next = S4;  
		S5:
			next = S5;  
		default:
			next = S0;
	endcase
end
wire [6:0] int_d1, int_d2, int_d3, int_d4;  
BCD_module digit_1(.BCD_in(password[3:0]), .BCD_out(int_d1));
BCD_module digit_2(.BCD_in(password[7:4]), .BCD_out(int_d2));
BCD_module digit_3(.BCD_in(password[11:8]), .BCD_out(int_d3));
BCD_module digit_4(.BCD_in(password[15:12]), .BCD_out(int_d4));
always @(*)
begin
	{digit4, digit3, digit2, digit1} = {4{7'b1000_000}};
	LED = 0;  
	case(state)
		S0: begin
			{digit4, digit3, digit2, digit1} = {4{7'b1000_000}};
		end
		S1: begin
			digit1 = int_d1;
			LED[S0] = 1;
		end	
		S2: begin
			digit1 = int_d1;
			digit2 = int_d2;
			LED[S1:S0] = 2'b11;
		end	
		S3: begin
			digit1 = int_d1;
			digit2 = int_d2;
			digit3 = int_d3;
			LED[S2:S0] = 3'b111;
		end
		S4: begin
			digit4 = 7'b0000_010;  
			{digit3, digit2} = {2{7'b0100_011}};  
			digit1 = 7'b0100_001;  
			LED[S3:S0] = 4'b1111;
		end	
		S5: begin
			digit4 = 7'b1111_111;  
			digit3 = 7'b0000_011;  
			digit2 = 7'b0001_000;  
			digit1 = 7'b0100_001;  
			LED[S4] = 1;
		end
	endcase
end
endmodule
module password_w(
	input CLOCK_50,
	input [3:0] KEY,
	input [9:0] SW,
	output [6:0] HEX0, HEX1, HEX2, HEX3,
	output [9:0] LEDR
);
password WRAP( 
	.CLK(CLOCK_50),
	.RST(~KEY[0]),
	.check(~KEY[1]),
	.num(SW[9:0]),
	.digit1(HEX0),
	.digit2(HEX1),
	.digit3(HEX2),
	.digit4(HEX3),
	.LED(LEDR)
);
endmodule
### flow/run.sh
#!/bin/bash
# OpenROAD 26Q1-2900-gdf79404cd8, Yosys 0.63+post, stock flow scripts
make -C /OpenROAD-flow-scripts/flow DESIGN_CONFIG=/design/flow/config.mk WORK_HOME=/design/flow/orfs finish
==> flow_summary.json <==
{
  "tritoncts": "built",
  "adder_share_pct": 0.685,
  "cts_root_buf": "clkbuf_8",
  "stdcell_count": 261,
  "async_flop_share_pct": 100,
  "clkTransAtPathRegs_ns": 0.06,
  "unconstrained_endpoints": 34,
  "ios": 53,
  "rows": 24,
  "final_antenna_net_count": 0,
  "hp-class": "flip-flop to flip-flop",
  "slew_violations": 0,
  "drive_above_1_share_pct": 16.7,
  "slowest_stage": "dfrtp_1",
  "cts.htree.levels": 2,
  "grt_setup_unrepaired": "no",
  "simple_gate_share_pct": 23.0,
  "coreArea_um2": 4380,
  "comb_area_um2": 751,
  "powerDensity_nw_per_um2": 259,
  "crit_path_end_kind": "flip-flop",
  "critical_path_class": "flip-flop to flip-flop",
  "dp_cells": 253,
  "timing.fmax_ghz": 0.548,
  "post-route-util_pct": 51.4,
  "grt_pass1_wl_um": 4740,
  "fin_setup_tns_ns": 0,
  "port_buffers": 34,
  "preCtsSetupSlack_ns": 2.26,
  "dieArea_um2": 4840,
  "syn_avg_cell_area_um2": 11.1,
  "edf_count": 0,
  "crit_chain": "ha_1 -> and4_2 -> a211oi_4 -> o311ai_4 -> buf_4 -> nor2_1",
  "insertedDiodeCount": 0,
  "finalCritPeriodShare_pct": 44.5,
  "top_cells_by_count": "dfrtp_1 (38), buf_4 (20), xor2_1 (10)",
  "wirelength_um": 2660,
  "synth_top_flop_cell": "dfrtp_1",
  "clk_latency_ns": 0.28,
  "cts-resized-gates": 0,
  "worst_slack_ns": 2.28,
  "ys_cells": 164,
  "cts_setup_buffers": 0,
  "die_w_um": 69.6,
  "fillers": 375,
  "drt-vias-per-instance": 4.49,
  "ys_seq_share_pct": 53.5,
  "ys_area_um2": 1830,
  "drt_pass1_iterations": 4,
  "grt_max_degree": 40,
  "unclocked_pins": 6,
  "synth_xor_xnor_area_share_pct": 6.24,
  "place_congestion": 0.826,
  "numCtsBuffers": 5,
  "ys_sh_mux_pct": 0,
  "syn_area_um2": 1830,
  "synthTopCellsByArea": "dfrtp_1 (52%), buf_4 (8.2%), xor2_1 (4.8%), nor2_2 (3.1%), nand4_1 (2.4%)",
  "top_area_cell": "dfrtp_1",
  "first_iter_violations": 28,
  "grt-ovfl-total": 0,
  "r2r_slack_ns": 2.28,
  "area_growth_pct": 23.4,
  "dp_hpwl_um": 1940,
  "clk_path_buf_depth": 2,
  "wire_per_inst_um": 10.2,
  "synthCells": 164,
  "seq_area_um2": 977,
  "antenna_found_initial": 0,
  "grt_pass1_vias": 1100,
  "fp_util_pct": 41.6,
  "power_leakage_uw": 0.000961,
  "yosys.area_share.aoi_pct": 5.69,
  "fin_crit_ns": 1.82,
  "yosys_warnings": 4,
  "grt_usage_pct": 12.5,
  "synth_cell_types": 40,
  "maxCapViolations": 0,
  "top_area_share_pct": 52.1,
  "synth_dominant_cell_count": "dfrtp_1",
  "finalHoldViolCount": 0,
  "synthTopLogicFamily": "simple AND/OR/NAND/NOR gates",
  "critPathMaxFanout": 15,
  "status": "complete, no violations",
  "warnings": 33,
  "die_h_um": 69.6,
  "synth_flops": 39,
  "holdWs_ns": 0.493,
  "vias": 1172,
  "slowest_delay_ns": 0.40,
  "cp.arrival_ns": 1.98,
  "required_ns": 4.26,
  "cp-start-kind": "flip-flop",
  "cts-hold-fix-buffers": 0,
  "drc": 0,
  "setup_viol": 0,
  "ir_drop_mv": 0.247,
  "fin_skew_ns": 0.00523
}
==> where the power goes <==
part	internal, uW	total (uW)	switching (uW)
Clock	117	227	110
Sequential	334	337	2.60
Combinational	7.78	21.0	13.2
==> cell type report <==
type                       instances  share of cell area [%]
clock buffer                       5                    3.05
sequential                        39                    43.4
timing repair buffer              36                    15.8
multi-input combinational        121                    33.3
tap                               52                    2.89
clock inverter                     3                   0.777
inverter                           5                   0.833
==> layout by cell type (no fill, tap or decap), drive strengths merged, types with 2 or more instances in the layout <==
master	synthesis	routed
a31oi	2	2
and3	3	3
and4	2	2
buf	21	2
clkbuf	4	5
clkdlybuf4s50	0	34
clkinv	0	2
conb	1	27
dfrtp	38	38
inv	5	5
nand2	8	8
nand2b	2	2
nand3	4	4
nand4	7	7
nor2	17	17
nor2b	2	2
nor3	3	3
nor4	2	2
nor4b	2	2
o21ai	4	4
o22ai	2	2
or2	7	7
or3	4	4
or4	2	2
xnor2	3	3
xor2	10	10
==> routing by layer <==
metal / up-vias / GRT usage, % / share of wire, %
met2: 41 / 19.3 / 45
met5: - / 0 / 0
li1: 594 / - / -
met4: 0 / 2.72 / 1.9
met3: 6 / 3.54 / 7.2
met1: 531 / 18.4 / 46
==> final timing paths <==
| kind | from | end | depth (start not counted) |
|---|---|---|---|
| min | WRAP.CLK_DIV.count[0] | WRAP.CLK_DIV.count[0] | 1 |
| min in group asynchronous | KEY[0] | WRAP.CLK_DIV.clk_div | 2 |
| max in group asynchronous | KEY[0] | WRAP.CLK_DIV.count[28] | 2 |
| max reg2reg | WRAP.CLK_DIV.count[0] | WRAP.CLK_DIV.count[2] | 6 |
| max | WRAP.CLK_DIV.count[0] | WRAP.CLK_DIV.count[2] | 6 |
| min reg2reg | WRAP.CLK_DIV.count[0] | WRAP.CLK_DIV.count[0] | 1 |
==> critical path: cells and delay by family, from the launching register on <==
kind                     cells  cell delay [ns]
flip-flops                   1             0.40
AND-OR/OR-AND                2             0.37
AND/OR/NAND/NOR              2             0.40
adder cells (fa/ha/maj)      1             0.24
buffers and inverters        1             0.30
==> state kept, by name (all words and copies together), names as in the netlist <==
register and cells:
WRAP.CLK_DIV.count 32, WRAP.CLK_DIV.clk_div 1, WRAP.state 6
==> stage by stage <==
stage,cell area (um2),total power [uW]
final,2250,585
after global routing,2250,614
after CTS,2250,597
after detailed placement,2170,364
after global placement,2170,364
after floorplan,1920,354
==> cells by family (layout without fill, tap and decap cells) <==
group | count (synthesis) | in the layout
simple gates | 68 | 68
fa+ha+maj | 1 | 1
buf+inv | 30 | 49
other cells | 1 | 27
flops | 39 | 39
compound gates | 12 | 12
xor+xnor | 13 | 13
No activity file was given, so power comes from the tool's default toggle rates.
