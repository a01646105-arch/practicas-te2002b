==> /design/flow/design.v <==
module bcd_cronometer(
	input [12:0] sec,  
	input [6:0] ms,  
	output [6:0] s_un, s_de,
	output [6:0] ms_un, ms_de
);
wire [3:0] s_unit, s_dec;
wire [3:0] ms_unit, ms_dec;
wire [5:0] seconds;
assign seconds = sec / 100;
assign s_unit = seconds % 10;
assign s_dec = (seconds / 10) % 10;
assign ms_unit = ms % 10;
assign ms_dec = (ms / 10) % 10;
bcd_module sec_unit(.bcd_in(s_unit), .bcd_out(s_un));
bcd_module sec_dec(.bcd_in(s_dec), .bcd_out(s_de));
bcd_module milisec_unit(.bcd_in(ms_unit), .bcd_out(ms_un));
bcd_module milisec_dec(.bcd_in(ms_dec), .bcd_out(ms_de));
endmodule
module clock_divider #(parameter FREQ = 1000) (
	input clk, rst,
	output reg clk_div
);
reg [31:0] count;
parameter CLK_FPGA = 50_000_000;
parameter MaxCount = CLK_FPGA / (2 * FREQ);
always @(posedge clk or posedge rst) begin
	if (rst)
		count <= 0;
	else if (count >= MaxCount - 1)
		count <= 0;
	else 
		count <= count + 1;
end
always @(posedge clk or posedge rst) begin
	if (rst)
		clk_div <= 0;
	else if (count >= MaxCount - 1)
		clk_div <= ~clk_div;
	else
		clk_div <= clk_div;
end
endmodule
module counter(
	input clk_1ms,
	input rst,
	input enable,			  
	output reg [12:0] sec,
	output reg [6:0] ms	  
);
always @(posedge clk_1ms or posedge rst) begin
	if(rst)
		ms <= 0;
	else if(enable) begin
		if(ms >= 99)
			ms <= 0;
		else
			ms <= ms + 1;
	end 
	else
		ms <= ms;
end
always @(posedge clk_1ms or posedge rst) begin
	if(rst)
		sec <= 0;
	else if(enable) begin
		if(sec >= 5_999)
			sec <= 0;
		else
			sec <= sec + 1;
	end 
	else
		sec <= sec;
end
endmodule
module cronometer(
	input clk, rst,
	input enable,
	output [6:0] s_un, s_de,
	output [6:0] ms_un, ms_de
);
wire clk_1ms;
clock_divider clk_div_1ms(
	.clk(clk),
	.rst(rst),
	.clk_div(clk_1ms)
);
wire [12:0] sec;
wire [6:0] ms;
counter count_1ms(
	.clk_1ms(clk_1ms),
	.rst(rst),
	.enable(enable),
	.sec(sec),
	.ms(ms)
);
bcd_cronometer cronometer_disp(
	.sec(sec),
	.ms(ms),
	.s_un(s_un),
	.s_de(s_de),
	.ms_un(ms_un),
	.ms_de(ms_de)
);
endmodule
module cronometer_wrap(
	input MAX10_CLK1_50,
	input [9:0] SW,
	output [6:0] HEX0, HEX1, HEX2, HEX3
);
cronometer WRAP(
	.clk(MAX10_CLK1_50),
	.rst(SW[0]),
	.enable(SW[1]),
	.s_un(HEX3),
	.s_de(HEX2),
	.ms_un(HEX1),
	.ms_de(HEX0)
);
endmodule
module bcd_module(
    input [3:0] bcd_in,
    output reg [6:0] bcd_out
);
always @(*)
    begin
        case(bcd_in)  
            0: bcd_out = 7'b1000_000;  
            1: bcd_out = 7'b1111_001;
            2: bcd_out = 7'b0100_100; 
            3: bcd_out = 7'b0110_000; 
            4: bcd_out = 7'b0011_001;
            5: bcd_out = 7'b0010_010;
            6: bcd_out = 7'b0000_010;
            7: bcd_out = 7'b1111_000;
            8: bcd_out = 7'b0000_000;
            9: bcd_out = 7'b0011_000;
            default: bcd_out = 7'b1111_111;
        endcase
    end
endmodule
==> /design/flow/run.sh <==
#!/bin/bash
# OpenROAD 26Q1-2900-gdf79404cd8, Yosys 0.63+post, stock flow scripts
make -C /OpenROAD-flow-scripts/flow DESIGN_CONFIG=/design/flow/config.mk WORK_HOME=/design/flow/orfs finish
==> /design/flow/config.mk <==
export PLATFORM = sky130hd
export DESIGN_NAME = cronometer_wrap
export DESIGN_NICKNAME = cronometer_wrap
export VERILOG_FILES = /design/flow/design.v
export SDC_FILE = /design/flow/constraint.sdc
export NUM_CORES = 4
export LEC_CHECK = 1
export CORE_UTILIZATION = 40
==> /design/flow/constraint.sdc <==
current_design cronometer_wrap

set clk_period 3.0
set clk_io_pct 0.2

create_clock -name clk0 -period $clk_period [get_ports {MAX10_CLK1_50}]

set non_clock_inputs [all_inputs -no_clocks]
set_input_delay [expr $clk_period * $clk_io_pct] -clock clk0 $non_clock_inputs
set_output_delay [expr $clk_period * $clk_io_pct] -clock clk0 [all_outputs]
==> results.toml <==
# synthesis and place-and-route metrics
[pwr]
p_leak_nw = 2.49
seqPwrFrac_pct = 43.2
p_total_mw = 1.07
ir_drop_mv = 0.477
p_sw_uw = 189
p_comb_share_pct = 2.9
switching_share_pct = 17.7
intPower_uw = 879
power_density_nw_per_um2 = 178
clockPowerShare_pct = 53.9

[worst_setup_path]
path_class = "reg2reg"
crit_arrival_ns = 2.20
slowest_stage = "dfrtp_1"
required_ns = 3.12
start_kind = "flop"
end_kind = "flop"
cp_slowest_stage_delay_ns = 0.41
critPathTopFamily = "AND-OR/OR-AND gates"
crit_chain = "ha_1 -> a211o_1 -> a21oi_1 -> o21ai_0 -> nand3_1 -> nand2_1 -> xor2_1"
cp_num_buf_inv = 0
cp_max_fo = 16

[sta]
setup_viol = 0
untimed_endpoints = 48
max_freq_ghz = 0.482
unclocked_pins = 20
fin_crit_sh_pct = 69.1
period_minus_slack_ns = 2.07
slew_viol_final = 0
tightest_slew_ns = 0.837
setup_tns_ns = 0
hold_viol = 0
relSlewSlack_pct = 43.8
rsz0062_at_grt = "no"
finClkSkew_ns = 0.00483

[global_route]
grt_max_degree = 35
grt_pass1_vias = 4414
grt_overflow = 0
grt_pass1_wl_mm = 19.6
antenna_found_initial = 0
grt_use_total_pct = 16.4

[job]
warning_count = 55
maxCapViolations = 0

[synthesis]
synth-edff-count = 0
synthFlopType = "dfrtp_1"
synth.avg_cell_area_um2 = 7.88
yosysWarnings = 3
ys_sh_simple_pct = 24.8
yosysUniqueCellTypes = 98
synth_area_leader_cell = "dfrtp_1"
synth.top_cell.area_share_pct = 24.6
synthArstFlopShare_pct = 100
adder_share_pct = 8.55
syn-instance-count = 683
ys_sh_xor_pct = 6.49
mux_share_pct = 2.35
ys.flops = 53
top_cells_by_area = "dfrtp_1 (25%), ha_1 (8.4%), nor2_1 (5.6%)"
syn_area_um2 = 5380
synthTopLogicFamily = "AND-OR/OR-AND gates"
ys_sh_aoi_pct = 27.6
yosysChipArea_um2 = 5380
yosysSeqAreaShare_pct = 24.6
yosys-stat-cells = 683

[clock_network]
path_clk_slew_ns = 0.05
numCtsBuffers = 5
tritoncts = "built"
cts-root-buf = "clkbuf_16"
clock_latency_ns = 0.27
post-cts-setup-buffers = 0
cts_hold_buf = 0
h-tree-depth = 2
clockBufferDepth = 2
cts_resized = 0

[floorplan]
rows = 42
die_y_um = 118
die-area_um2 = 13900
core-area_um2 = 13200
die_x_um = 118
io-pin-count = 39
fp_util_pct = 40.8

[detailed_routing]
drtIter0Drc = 230
routed_wirelength_mm = 11.1
firstDrtPassIters = 4
vias = 4867
wl_per_cell_um = 12.6
vias_per_cell = 5.50
ant_nets = 0
drc = 0
num_antenna_cells = 0

[cells_and_area]
layout_top_cell = "nor2_1"
fill_cells = 1235
drive_gt1_share_pct = 8.04
seqCellArea_um2 = 1330
layout_top_cells = "nor2_1 (80), nand2_1 (72), dfrtp_1 (53)"
area.growth.synth_to_final_pct = 11.4
final-comb-area_um2 = 3820

[place]
dp.final_hpwl_mm = 8.33
gp_congestion = 0.905
port_buffers = 30

[status]
status = "finished, final reports clean"

[min_path]
min_path_type = "reg2reg"
cells by family (layout without fill, tap and decap cells):
family	after synthesis	count (layout)
flops	53	53
simple gates	268	268
buf+inv	68	78
other cells	1	17
compound gates	207	207
xor+xnor	39	39
mux	10	10
fa+ha+maj	37	37
power groups by stage:
| stage | Combinational (mW) | Sequential (mW) | Clock (mW) |
|---|---|---|---|
| 4_1_cts | 0.0322 | 0.461 | 0.587 |
| 5_1_grt | 0.0368 | 0.462 | 0.606 |
| 6_report | 0.0308 | 0.461 | 0.576 |
cell type report:
cell class,count,area share (%)
Tap cell,176,3.67
Clock buffer,7,2.38
Clock inverter,1,0.501
Sequential cell,53,22.1
Multi-Input combinational cell,578,63.7
Timing Repair Buffer,32,5.26
Inverter,38,2.38
per-stage QoR:
step | hold slack [ns] | util [%] | setup slack [ns] | instance area (µm²) | std cells
after floorplan | 0.455 | - | 1.11 | 5440 | 699
after global placement | 0.468 | 44.2 | 0.983 | 5820 | 877
after detailed placement | 0.483 | 44.2 | 0.957 | 5820 | 877
after CTS | 0.492 | 45.5 | 0.932 | 6000 | 885
after global routing | 0.527 | 45.5 | 0.779 | 6000 | 885
final | 0.501 | 45.5 | 0.926 | 6000 | 885
cell usage after synthesis (7+ instances only):
cell      number
a21oi_1       45
a31oi_1       11
and2_1         8
clkbuf_1      20
dfrtp_1       53
ha_1          36
inv_1         34
nand2_1       72
nand3_1       26
nand4_1        9
nor2_1        80
nor3_1        15
nor4_1         7
o211ai_1       8
o21ai_0       38
o22ai_1        7
o31ai_1        7
xnor2_1       25
xor2_1        13
flip-flops by register name, summed over array words and instances, names as in the netlist:
signal,flops
WRAP.clk_div_1ms.count,32
WRAP.count_1ms.sec,13
WRAP.count_1ms.ms,7
WRAP.clk_div_1ms.clk_div,1
per-layer routing:
layer	part of all wire [%]	GRT usage [%]	vias to the layer above
met4	0.49	1.76	0
met3	2.2	1.14	8
met5	0	0	-
met1	51	24.6	2251
li1	-	-	2529
met2	46	27.2	79
path summary, 6_finish.rpt:
check / endpoint / cells after the start / from / slack (ns)
setup reg to reg: WRAP.clk_div_1ms.clk_div / 7 / WRAP.clk_div_1ms.count[0] / 0.93
max in group asynchronous: WRAP.clk_div_1ms.count[16] / 2 / SW[0] / 1.83
min in group asynchronous: WRAP.clk_div_1ms.count[5] / 2 / SW[0] / 0.74
hold reg to reg: WRAP.clk_div_1ms.count[0] / 1 / WRAP.clk_div_1ms.count[0] / 0.50
hold / removal: WRAP.clk_div_1ms.count[0] / 1 / WRAP.clk_div_1ms.count[0] / 0.50
setup / recovery: WRAP.clk_div_1ms.clk_div / 7 / WRAP.clk_div_1ms.count[0] / 0.93
Power and IR drop assume default switching activity.
