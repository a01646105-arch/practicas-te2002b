`/design/flow/run.sh`:
```
#!/bin/bash
# OpenROAD 26Q1-2900-gdf79404cd8, Yosys 0.63+post, stock flow scripts
make -C /OpenROAD-flow-scripts/flow DESIGN_CONFIG=/design/flow/config.mk WORK_HOME=/design/flow/orfs finish
```
`/design/flow/config.mk`:
```
export PLATFORM = sky130hd
export DESIGN_NAME = sumador_wrap
export DESIGN_NICKNAME = sumador_wrap
export VERILOG_FILES = /design/flow/design.v
export SDC_FILE = /design/flow/constraint.sdc
export NUM_CORES = 4
export LEC_CHECK = 1
export CORE_UTILIZATION = 30
```
`/design/flow/constraint.sdc`:
```
current_design sumador_wrap

set clk_period 5.5
set clk_io_pct 0.2

create_clock -name clk0 -period $clk_period [get_ports {MAX10_CLK1_50}]

set non_clock_inputs [all_inputs -no_clocks]
set_input_delay [expr $clk_period * $clk_io_pct] -clock clk0 $non_clock_inputs
set_output_delay [expr $clk_period * $clk_io_pct] -clock clk0 [all_outputs]
```
`/design/flow/design.v`:
```
module bcd_module(
    input [3:0] bcd_in,
    output reg [6:0] bcd_out
);
always @(*)
    begin
        case(bcd_in)  
            0: bcd_out = 7'b1000_000;  
            1: bcd_out = 7'b1111_001;
            2: bcd_out = 7'b0100_100; 
            3: bcd_out = 7'b0110_000; 
            4: bcd_out = 7'b0011_001;
            5: bcd_out = 7'b0010_010;
            6: bcd_out = 7'b0000_010;
            7: bcd_out = 7'b1111_000;
            8: bcd_out = 7'b0000_000;
            9: bcd_out = 7'b0011_000;
            default: bcd_out = 7'b1111_111;
        endcase
    end
endmodule
module bcd_sum(
    input [7:0] bcd_in,  
    output [6:0] D_un, D_de, D_ce  
);
wire [3:0] unidades, decenas, centenas;
assign unidades = bcd_in % 10;
assign decenas = (bcd_in / 10) % 10;
assign centenas = (bcd_in / 100) % 10;
bcd_module bcd_unidades(.bcd_in(unidades), .bcd_out(D_un));
bcd_module bcd_decenas(.bcd_in(decenas), .bcd_out(D_de));
bcd_module bcd_centenas(.bcd_in(centenas), .bcd_out(D_ce));
endmodule
module contador(
	input clk,
	input rst,
	input start,
	input [3:0] value,
	output reg [7:0] sum  
);
reg [3:0] count;
always @(posedge clk or posedge rst) begin
	if(rst) begin						 
		count <= 0;
		sum <= 0;
	end
	else if(start) begin
		if(count > value) begin     
			count <= count;
			sum <= sum;
		end
		else begin
			count <= count + 1;
			sum <= sum + count;
		end
	end
	else begin							 
		count <= 0;
		sum <= 0;
	end
end	
endmodule
module sumador(			
	input [3:0] switch_input,
	input start,
	input clk,
	input rst,
	output [6:0] D_un, D_de, D_ce
);
wire [7:0] sum;
contador get_sum(
	.clk(clk),
	.rst(rst),
	.start(start),
	.value(switch_input),
	.sum(sum)
);
bcd_sum disp_sum(
	.bcd_in(sum),
	.D_un(D_un),
	.D_de(D_de),
	.D_ce(D_ce)
);
endmodule
module sumador_wrap(
	input MAX10_CLK1_50,
	input [9:0] SW,
	output [6:0] HEX0, HEX1, HEX2
);
sumador WRAP(
	.switch_input(SW[5:2]),
	.start(SW[1]),
	.clk(MAX10_CLK1_50),
	.rst(SW[0]),
	.D_un(HEX0),
	.D_de(HEX1),
	.D_ce(HEX2),
);
endmodule
```
==> results.cfg <==
; generated from flow reports
[outcome]
outcome = finished clean

[pwr]
p_leak_nw = 1.77
switchingPower_uw = 235
power_density_nw_per_um2 = 167
switching_share = 0.369
p_clk_frac = 0.149
pwr-share-comb = 0.628
max-vdd-ir-drop_mv = 0.203
power.internal_uw = 401
seqPwrFrac = 0.223

[placed_design]
portBuffers = 26
dp_cells = 482
hpwl_mm = 4.51
gp_congestion = 0.861
dp_slack_ps = -202
dpl-instance-area_um2 = 3200

[final_timing]
finClkSkew_ps = 5.11
final-hold-violation-count = 0
worst_slew_pin_slew_ps = 588
final_max_slew_viol_count = 0
rsz0062_at_grt = true
setup_viol = 0
finalClockPeriodUsage = 0.997
setup_ws_ps = 19.2
fmax_ghz = 0.182
relSlewSlack = 0.608
layout_min_cycle_time_ps = 5480

[clock_network]
cts_htree_levels = 1
cts_tree = built
cts_buffers = 3
holdBufCountCts = 0
clock_sinks = 12
clock_latency_ps = 240
clock_path_buffers = 2
clockRootBuffer = clkbuf_8
clk_pin_slew_ps = 50

[drt]
routed_wl_mm = 6.41
via_per_inst = 5.17
antenna_cells = 0
drt_first_iter_violations = 210
firstDrtPassIters = 4
wire_per_inst_um = 12.5
antenna_left = 0
vias = 2651
drc = 0

[floorplan]
die_x_um = 92.9
io_pins = 32
dieArea_um2 = 8630
initCoreUtil = 0.316
die_h_um = 92.9
core_area_um2 = 7850
rows = 32

[logic_synthesis]
yosysUniqueCellTypes = 78
synth_cells = 316
area_leaders = ha_1 (14%), dfrtp_1 (12%), xnor2_1 (3.9%), a21oi_1 (3.8%), nand2_1 (3.5%)
yosys-stat-cells = 316
edf_count = 0
top_cell_area_share = 0.141
async_flop_share = 1.00
avgSynthCellArea_um2 = 7.85
yosys_area_um2 = 2480
synth_top_flop_cell = dfrtp_1
ys_warn_count = 2
ys_seq_frac = 0.121
syn_area_um2 = 2480
yosysTopAreaCell = ha_1
ys.flops = 12

[grt]
grt_overflow_total = 0
grt_pass1_vias = 2577
grt_pass1_wl_mm = 11.3
grt_max_degree = 25
antenna_found_initial = 0
grt_usage = 0.156

[worst_setup_path]
required_ps = 4400
rr_worst_depth = 9
rrSetupSlack_ps = 2930
worstReg2RegStart = WRAP.get_sum.count[1]
cp-start-kind = register
end_kind = output port
path_class = reg2out
r2r_end = WRAP.get_sum.sum[7]
critPathLaunch = WRAP.get_sum.sum[4]
arrival_ps = 4380
crit_fanout = 6

[final_layout]
lay_top_cells = buf_4 (75), nand2_1 (23), ha_1 (19)
fill_cells = 712
final_layout_top_logic_cell = buf_4
drive_above_1_share = 0.416
stdcell_area_um2 = 3810
fin_cells = 513
areaGrowthSynthToFinish_pct = 53.8

[min_path]
holdPathEnd = WRAP.get_sum.count[3]
whs_path_depth = 2
hp-start = WRAP.get_sum.count[3]
hp-class = reg2reg

[run]
maxCapViolations = 0
openroad.warnings = 43
-- flip-flops by register name, indices dropped and copies added (netlist names) --
register and count:
WRAP.get_sum.sum 8, WRAP.get_sum.count 4
-- critical path: stages, from the launching register on --
cell	delay, ps
dfrtp_1	400
inv_4	100
ha_4	130
nor2b_4	140
o21ai_2	70
ha_4	310
buf_6	100
nand3b_1	110
nand2_1	60
a311o_1	340
o211ai_1	220
a41oi_2	140
a31o_1	260
a311oi_4	240
buf_6	160
a21oi_4	60
ha_4	170
a2111o_1	280
o211ai_1	150
buf_2	210
buf_6	100
mux2i_1	180
a22oi_1	80
buf_2	110
-- cell usage after synthesis (all sizes together) (8+ instances only) --
cell type,number
ha,28
nand2,23
nor2,22
a21oi,19
inv,19
o21ai,19
buf,14
xnor2,13
dfrtp,12
nand3,12
nor2b,11
and2,10
nand2b,8
-- area by class of cell --
type                            count  area (um^2)  area share
Multi-Input combinational cell    263         2330       0.611
Timing Repair Buffer              111          910       0.239
Sequential cell                    12          300      0.0787
Tap cell                          102          128      0.0335
Inverter                           21         91.3      0.0240
Clock buffer                        4         55.1      0.0144
-- power groups by stage --
stage / clock network, mW / registers, mW / logic (mW)
final: 0.0950 / 0.142 / 0.399
after global routing: 0.102 / 0.146 / 0.454
after CTS: 0.0975 / 0.141 / 0.396
-- layer usage --
| metal | up-vias | track usage | part of all wire |
|---|---|---|---|
| li1 | 1351 | - | - |
| met1 | 1243 | 0.227 | 0.50 |
| met2 | 49 | 0.259 | 0.46 |
| met3 | 8 | 0.00919 | 0.026 |
| met4 | 0 | 0.0308 | 0.013 |
| met5 | - | 0 | 0 |
-- cells by family after synthesis --
group           after synthesis  synth area share
flops                        12             0.121
other cells                   1           0.00151
buf+inv                      41            0.0772
compound gates               98             0.308
mux                          10            0.0424
simple gates                111             0.239
xor+xnor                     13            0.0565
fa+ha+maj                    30             0.154
-- stage by stage --
step	hold WS (ps)	total power [mW]	utilization	setup TNS, ps
after detailed placement	642	0.491	0.407	-1320
after global placement	650	0.487	0.407	-1090
after global routing	704	0.701	0.486	-1360
final	654	0.636	0.486	0
after CTS	656	0.634	0.457	-1410
after floorplan	607	0.347	-	0
-- how the worst max path moves through the flow --
stage	endpoint	slack, ps	cells after the start
CTS	HEX1[4]	-180	23
global route	HEX1[4]	-230	23
finish	HEX1[3]	20	23
-- repair_timing --
item	in CTS	in global routing
buffers inserted	21	6
resized	63	55
pin swaps	37	31
setup endpoints to repair	14	14
cloned	1	0
Power and IR drop assume default switching activity.
